--- design/flow/config.mk ---
export PLATFORM = sky130hd
export DESIGN_NAME = controller
export DESIGN_NICKNAME = controller
export VERILOG_FILES = /design/flow/design.v
export SDC_FILE = /design/flow/constraint.sdc
export NUM_CORES = 4
export LEC_CHECK = 1
export CORE_AREA = 10 10 70 70
export DIE_AREA = 0 0 80 80
--- design/flow/constraint.sdc ---
current_design controller

set clk_period 1.2
set clk_io_pct 0.2

create_clock -name clk0 -period $clk_period [get_ports {clk}]

set non_clock_inputs [all_inputs -no_clocks]
set_input_delay [expr $clk_period * $clk_io_pct] -clock clk0 $non_clock_inputs
set_output_delay [expr $clk_period * $clk_io_pct] -clock clk0 [all_outputs]
--- design/flow/design.v ---
module controller(ld_item,ld_price,ld_bal,ld_coin,reset,bal_sel,done,clk,lt,gt,eq,start);
input lt,gt,eq,start,clk,reset;
output reg ld_item,ld_price,ld_bal,ld_coin,done;
output reg [1:0] bal_sel;
reg [2:0] state;
parameter IDLE=3'b000, ITEM_SELECT=3'b001, COIN_ACCEPT=3'b010, BAL_UPD=3'b011, DISPENSE=3'b100;
always @(posedge clk)
begin
if(reset)
state<=IDLE;
else 
begin
case(state)
IDLE: if(start)
state<=ITEM_SELECT;
ITEM_SELECT: state<=COIN_ACCEPT;
COIN_ACCEPT: state<=BAL_UPD;
BAL_UPD: if(lt)
state<=COIN_ACCEPT;
else
state<=DISPENSE;
DISPENSE: state<=IDLE;
default: state<=IDLE;
endcase
end
end
always @(*)
begin
ld_item=0;ld_price=0;ld_bal=0;ld_coin=0;done=0;bal_sel=0;
case(state)
IDLE:begin
ld_item=0;ld_price=0;ld_bal=1;ld_coin=0;done=0;bal_sel=0;
end
ITEM_SELECT:begin
ld_item=1;
end
COIN_ACCEPT:begin
ld_coin=1;ld_price=1;
end
BAL_UPD:begin
bal_sel=1;ld_bal=1;
end
DISPENSE:begin
bal_sel=2;ld_bal=1;done=1;
end
default: ;
endcase
end
endmodule
--- design/flow/run.sh ---
#!/bin/bash
# OpenROAD 26Q1-2900-gdf79404cd8, Yosys 0.63+post, stock flow scripts
make -C /OpenROAD-flow-scripts/flow DESIGN_CONFIG=/design/flow/config.mk WORK_HOME=/design/flow/orfs finish
==> flow_summary_export.csv <==
group,metric,value,unit
clock_tree,cts_tree,"built",
routing,drc_errors,0,
critical_path,start_kind,"flip-flop",
power_and_ir_drop,peakVddDrop,0.0003361,V
yosys,yosysWarnings,1,
outcome,outcome,"finished with violations",
timing,slew_viol_final,0,
routing,viasPerCell,2.247,
power_and_ir_drop,p_total,0.4178,mW
timing,report.final.hold_viol_count,0,
critical_path,worst-r2r-cell-count,5,
cells_and_area,syn2layout_area_growth,124.4,%
power_and_ir_drop,power_frac_comb,9.7,%
power_and_ir_drop,leakagePower,0.1714,nW
power_and_ir_drop,clkPwrFrac,47.6,%
cells_and_area,logic_area,50.05,um2
cells_and_area,flop_area,105.1,um2
clock_tree,cts_buffers,3,
die,core_region_area,3416,um2
timing,finClkSkew,0.9286,ps
worst_hold_path,min_from,"state[2]",
worst_hold_path,hold_depth,1,
power_and_ir_drop,internal-power,0.3281,mW
die,die.size.y,80,um
routing,antenna_left,0,
global_routing,grt_max_degree,6,
cells_and_area,largest_reg_flops,5,
placed_design,portBuffers,10,
timing,rsz0062_at_grt,"yes",
timing,slew_headroom,86.76,%
die,dieArea,6400,um2
routing,vias,182,
cells_and_area,lay_top_cells,"dlygate4sd2_1, dfxtp_2",
critical_path,slowest_stage,"or3_1",
clock_tree,clockBufferDepth,2,
yosys,ys_cells,18,
yosys,ys_seq_elements,5,
critical_path,cp_cell_sequence,"or3_1 > buf_2",
timing,min_period,1256,ps
cells_and_area,final_cell_count_no_fill,81,
worst_hold_path,hold_class,"flip-flop to flip-flop",
timing,setup_ws,-55.99,ps
die,die_w,80,um
outcome,violations,"setup timing",
critical_path,critPathMaxStageDelay,350,ps
clock_tree,clock_sink_count,5,
power_and_ir_drop,power_frac_seq,42.7,%
global_routing,grt_pass1_wl,897,um
critical_path,r2r_slack,250,ps
power_and_ir_drop,switching_share,21.46,%
routing,antenna_cells,0,
yosys,yosys.stat.seqShare,59.26,%
yosys,synthDistinctLibCells,11,
die,initial_core_util,4.945,%
die,fp-row-count,21,
clock_tree,worstSkewPairLatency,240,ps
global_routing,grt_pass1_vias,201,
cells_and_area,drive_gt1_share,48.57,%
die,ios,13,
global_routing,grt_overflow_total,0,
cells_and_area,largest-register,"state",
routing,first_pass_iters,2,
worst_hold_path,worst_hold_path.endpoint,"state[4]",
routing,first_iter_violations,5,
power_and_ir_drop,powerDensity,1102,nW/um2
cells_and_area,top_regs,"state: 5 flops",
timing,max_freq,796.2,MHz
yosys,ys_area,168.9,um2
cells_and_area,fin_util,11.10,%
critical_path,crit_path_end_kind,"output port",
placed_design,place_inst,74,
global_routing,grt_usage,1.992,%
clock_tree,htreeDepth,1,
flow_run,warning_count,29,
global_routing,grt_antenna_before_repair,0,
critical_path,worstSetupPathType,"flip-flop to output port",
critical_path,r2r_start,"state[4]",
clock_tree,root_buffer,"clkbuf_4",
yosys,avgSynthCellArea,9.384,um2
cells_and_area,fillers,399,
critical_path,required,960,ps
timing,finalSetupViolations,1,
flow_run,maxCapViolations,0,
routing,wl,618,um
clock_tree,path_clk_slew,40,ps
critical_path,cp_max_fo,2,
yosys,synth_area,168.9,um2
yosys,synthCells,18,
critical_path,reg2reg_to,"state[2]",
critical_path,worstPathArrival,1020,ps
critical_path,critPathLaunch,"state[4]",
routing,wl_per_cell,7.630,um
power_and_ir_drop,p_sw,0.08968,mW
placed_design,place.gp.congestion,0.7336,
clock_tree,cts_hold_buf,0,
timing,finalCritPeriodShare,104.7,%
timing,worst_pin_slew,198.0,ps
## synthesized netlist by cell type, drive strengths merged
cell type | number | area [um2]
buf | 1 | 7.510
nand2 | 1 | 3.750
nor2 | 3 | 11.26
clkbuf | 2 | 7.510
or3 | 1 | 6.260
dfxtp | 5 | 100.1
inv | 1 | 3.750
nor3b | 1 | 12.51
nor2b | 1 | 6.260
a21oi | 1 | 5.000
o21ai | 1 | 5.000
## worst max path at each step
stage / to / slack [ps]
after CTS: ld_bal / -80
after global routing: ld_bal / -130
final: ld_bal / -60
## logic make-up (layout without fill, tap and decap cells)
kind of cell / after synthesis / after routing / share of synthesized area (%)
flops: 5 / 5 / 59.26
buf+inv: 4 / 21 / 11.11
simple gates: 7 / 7 / 23.70
compound gates: 2 / 2 / 5.920
## area by class of cell
type                       instances  share of cell area, %
timing repair buffer              16                  35.97
sequential                         5                  27.72
tap                               46                  15.18
multi-input combinational          9                  13.20
clock buffer                       4                  6.931
inverter                           1                 0.9901
## power groups by stage
| stage | Combinational [mW] | Clock [mW] | Sequential (mW) |
|---|---|---|---|
| CTS | 0.0399 | 0.203 | 0.179 |
| global route | 0.0448 | 0.230 | 0.179 |
| finish | 0.0404 | 0.199 | 0.178 |
## stage by stage
stage	hold WS, ps	area, um2	setup TNS [ps]	setup WS [ps]
2_1_floorplan	308.8	168.9	0	340.7
3_3_place_gp	471.5	334.1	-96.41	-96.41
3_5_place_dp	483.1	334.1	-107.0	-107.0
4_1_cts	480.5	380.4	-76.35	-76.35
5_1_grt	497.7	379.1	-128.1	-128.1
6_report	478.4	379.1	-55.99	-55.99
## critical path, delay by kind of cell (launching register included)
family | cells | cell delay [ps]
simple gates | 1 | 350
buf+inv | 1 | 120
flops | 1 | 310
## layer usage
layer / wire length [um] / GRT usage (%) / vias up
met5: 0 / 0 / -
met4: 0 / 0.1761 / 0
met3: 149 / 3.068 / 0
met2: 176 / 2.167 / 14
met1: 291 / 2.063 / 78
li1: - / - / 90
## timing repair
action	4_1_cts	5_1_grt
pin swaps	1	1
setup endpoints to repair	7	2
gates resized	17	3
setup buffers	2	1
endpoints found under the hold margin	0	0
Power and IR drop assume default switching activity.
