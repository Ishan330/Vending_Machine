==> design/flow/config.mk <==
export PLATFORM = sky130hd
export DESIGN_NAME = datapath
export DESIGN_NICKNAME = datapath
export VERILOG_FILES = /design/flow/design.v
export SDC_FILE = /design/flow/constraint.sdc
export NUM_CORES = 4
export LEC_CHECK = 1
export CORE_AREA = 10 10 103 103
export DIE_AREA = 0 0 113 113
==> design/flow/constraint.sdc <==
current_design datapath

set clk_period 3.5
set clk_io_pct 0.2

create_clock -name clk0 -period $clk_period [get_ports {clk}]

set non_clock_inputs [all_inputs -no_clocks]
set_input_delay [expr $clk_period * $clk_io_pct] -clock clk0 $non_clock_inputs
set_output_delay [expr $clk_period * $clk_io_pct] -clock clk0 [all_outputs]
==> design/flow/design.v <==
module datapath(lt,gt,eq,ld_item,ld_price,ld_bal,ld_coin,coin_sel,bal_sel,item_sel,clk,reset);
parameter ITEM0_PRICE=8'd10,ITEM1_PRICE=8'd20,ITEM2_PRICE=8'd50,ITEM3_PRICE=8'd100;
parameter COIN0_PRICE=8'd0,COIN1_PRICE=8'd5,COIN2_PRICE=8'd10,COIN3_PRICE=8'd20;
output lt,gt,eq;
input [1:0] bal_sel,coin_sel,item_sel;
input ld_item,ld_price,ld_bal,ld_coin,clk,reset;
wire [7:0] item_out,price_out,bal_out,coin_mux_out,coin_out,sub_out,add_out,bal_mux_out;
wire [1:0] item_reg_out;
mux4to1 ITEM(.out(item_out),.in({ITEM3_PRICE, ITEM2_PRICE, ITEM1_PRICE, ITEM0_PRICE}),.sel(item_reg_out));
reg2 ITEM_REG(item_reg_out,item_sel,ld_item,clk,reset);
reg8 PRICE(price_out,item_out,ld_price,clk,reset);
comp COMP(lt,gt,eq,bal_out,price_out);
reg8 BAL_REG(bal_out,bal_mux_out,ld_bal,clk,reset);
adder ADDER(add_out,coin_out,bal_out);
sub SUB(sub_out,bal_out,price_out);
reg8 COIN_REG(coin_out,coin_mux_out,ld_coin,clk,reset);
mux4to1 COIN(.out(coin_mux_out),.in({COIN3_PRICE,COIN2_PRICE,COIN1_PRICE,COIN0_PRICE}),.sel(coin_sel));
mux4to1 MUX(.out(bal_mux_out),.in({bal_out,sub_out,add_out,8'd0}),.sel(bal_sel));
endmodule
module mux4to1(out,in,sel);
input [31:0] in;
input [1:0] sel;
output [7:0] out;
assign out = in[sel*8 +: 8];
endmodule
module adder(sum,a,b);
input [7:0] a,b;
output [7:0] sum;
assign sum = a+b;
endmodule
module sub(diff,x,y);
input [7:0] x,y;
output [7:0] diff;
assign diff = x-y;
endmodule
module comp(lt,gt,eq,p,q);
input [7:0] p,q;
output lt,gt,eq;
assign lt = p<q;
assign gt = p>q;
assign eq = p==q;
endmodule
module reg8(out,in,ld,clk,reset);
input [7:0] in;
output reg [7:0] out;
input ld,clk,reset;
always @(posedge clk)
if(reset)
out<=8'd0;
else if(ld)
out<=in;
endmodule
module reg2(out,in,ld,clk,reset);
input [1:0] in;
output reg [1:0] out;
input ld,clk,reset;
always @(posedge clk)
if(reset)
out<=2'd0;
else if(ld)
out<=in;
endmodule
==> design/flow/run.sh <==
#!/bin/bash
# OpenROAD 26Q1-2900-gdf79404cd8, Yosys 0.63+post, stock flow scripts
make -C /OpenROAD-flow-scripts/flow DESIGN_CONFIG=/design/flow/config.mk WORK_HOME=/design/flow/orfs finish
==> flow_summary_export.csv <==
group,metric,value,unit
critical_path,crit_fanout,5,
layout,instances_no_fill,285,
clock_network,cts.sinks,20,
clock_network,root_buffer,"clkbuf_8",
clock_network,cts-buffers-inserted,3,
die,die_w,113,um
drt,wl_per_cell,11.5,um
critical_path,endpoint_kind,"primary output",
critical_path,crit_path_start_kind,"flop",
sta,rsz0062_at_grt,"false",
sta,fin_worst_skew,0.00302,ns
grt,grt_first_pass_wirelength,5490,um
synthesis,yosysWarnings,2,
critical_path,critPathMostFrequentCell,"o21a_1",
clock_network,cts_tree,"yes",
synthesis,synth.distinct_cells,42,
job,warning_count,27,
placement,portBuffers,14,
critical_path,path_cells,"inv_1 -> ha_1 -> o21ai_1 -> a21oi_1 -> o21a_1 -> o21a_1 -> nor3_1 -> clkdlybuf4s50_1",
critical_path,critPathBufInv,2,
clock_network,htreeDepth,1,
sta,relSlewSlack,64.6,%
synthesis,synth_area,0.00141,sq mm
drt,drtIter0Drc,29,
layout,syn_to_final_growth,21.7,%
synthesis,synth.top_cell.area_share,28.4,%
synthesis,synth.top_cells.by_count,"dfxtp_1 (20), nor2_1 (20), ha_1 (14), inv_1 (14)",
synthesis,synth_stat.cells,167,
synthesis,ys_ff,20,
synthesis,ys_seq_share,28.4,%
power,p_total,649,uW
run_status,outcome,"finished, final reports clean",
drt,drcViolationCount,0,
power,p_per_area,378,mW/mm^2
drt,route.antenna.remaining_nets,0,
sta,tightest_slew,0.529,ns
critical_path,cp_slowest_stage_delay,0.51,ns
synthesis,avgSynthCellArea,8.44,sq um
layout,fin_util,20.7,%
clock_network,clk_latency,0.26,ns
clock_network,cts_setup_buffers,0,
die,fp.dieH,113,um
grt,grt_max_degree,15,
sta,final.setup.tns,0,ns
synthesis,synth_top_flop_cell,"dfxtp_1",
placement,dpl.hpwl,2630,um
die,fp_util,17.0,%
die,core_area,0.00830,sq mm
grt,antenna_found_initial,0,
power,p_leak,0.000664,uW
drt,insertedDiodeCount,0,
sta,slew_violations,0,
layout,drive_gt1_share,7.78,%
grt,globalRoute.totalOverflow,0,
drt,num_vias,1199,
placement,gp_congestion,0.859,
sta,finalCritPeriodShare,83.6,%
clock_network,cts-resized-gates,0,
job,drv_cap,0,
min_path,hp-class,"flop to flop",
die,rows,33,
die,dieArea,0.0128,sq mm
die,io_pins,15,
grt,first_global_vias,1142,
sta,setup_viol,0,
drt,dr.pass1.iters,4,
drt,routed_via_density,4.21,
clock_network,clkTransAtPathRegs,0.08,ns
power,ir_drop,0.0797,mV
synthesis,topCellsByArea,"dfxtp_1 (28%), ha_1 (12%), mux2i_1 (6.4%)",
synthesis,synthArstFlopShare,0,%
critical_path,path_delay_family,"AND-OR/OR-AND gates",
drt,wl,3270,um
synthesis,synthCells,167,
critical_path,cp_slowest_cell,"clkdlybuf4s50_1",
sta,max_freq,342,MHz
critical_path,crit_type,"flop to primary output",
clock_network,hold_buffers,0,
critical_path,worstPathArrival,2.22,ns
synthesis,yosysTopAreaCell,"dfxtp_1",
sta,finalHoldViolCount,0,
grt,grt_use_total,5.01,%
sta,layout_min_cycle_time,2.92,ns
critical_path,cp.required,2.80,ns
placement,place_inst,281,
clock_network,cts_buffer_depth,2,
synthesis,ys_area,0.00141,sq mm
synthesis,synth-edff-count,0,
## report_power, final
part	total (uW)	internal, uW	switching, uW
clock	178	100	77.6
combinational	214	109	105
sequential	257	242	15.5
total	649	451	198
## worst register-to-register path: stages (launching register included)
cell	delay, ns
dfxtp_1	0.35
ha_1	0.24
fa_1	0.41
a21oi_1	0.22
o211ai_1	0.17
a211oi_1	0.32
o41ai_2	0.12
## registers in the layout, indices dropped and copies added, names as in the netlist
signal        cells
BAL_REG.out       8
COIN_REG.out      4
ITEM_REG.out      2
PRICE.out         6
## layout by cell type, fill, tap and decap left out, types with 2 or more instances in the layout
cell,netlist,routed
o21bai_1,2,2
xor2_1,4,4
clkdlybuf4s50_1,0,14
a211oi_1,2,2
nand3b_1,3,3
a221oi_1,3,3
inv_1,14,14
o21a_1,2,2
clkbuf_8,0,4
nor3_1,7,7
nand2_1,12,12
nand3_1,2,2
o21ai_1,2,2
dfxtp_1,20,20
xnor2_1,4,4
nand4b_1,2,2
nand2b_1,2,2
mux2i_1,9,9
o22ai_1,2,2
a211oi_2,2,2
nor2_1,20,20
o211ai_1,3,3
o21ai_0,2,2
ha_1,14,14
a21oi_1,12,12
## final timing paths
path                                 startpoint         endpoint  slack [ns]  cells after the start
worst max-delay path               PRICE.out[3]               lt        0.58                      8
worst min-delay path            COIN_REG.out[4]  COIN_REG.out[4]        0.47                      2
worst max register to register   BAL_REG.out[0]   BAL_REG.out[6]        1.54                      6
worst min register to register  COIN_REG.out[4]  COIN_REG.out[4]        0.47                      2
## cells by family after synthesis
family / synth area share, %
xor gates and xnor gates: 4.97
adders and majority gates: 13.8
buffers and inverters: 5.77
AOI/OAI and AO/OA: 20.9
muxes: 7.19
and+or+nand+nor: 19.0
DFF: 28.4
## metrics by stage
stage                     worst slack [ns]  instance area (sq um)  hold slack, ns
after detailed placement             0.844                   1660           0.467
final                                0.576                   1720           0.472
after floorplan                       1.53                   1410           0.443
after global routing                 0.422                   1720           0.517
after CTS                            0.548                   1720           0.478
after global placement               0.839                   1660           0.462
## metal layers
layer | share of wire [%] | track usage (%)
met3 | 2.1 | 0.694
met4 | 1.2 | 0.846
met5 | 0 | 0
met2 | 48 | 8.37
met1 | 48 | 6.78
## final cells by class
cell class	count	area, sq um
clock buffers	4	55.1
fillers	885	6580
inverters	14	52.6
multi-input cells	127	928
flip-flops and latches	20	400
well taps	105	131
repair buffers	15	148
Power is estimated from default activity; no workload was simulated.
